### ./design.v
module mtm_Alu (
    input  wire clk,    
    input  wire rst_n,  
    input  wire sin,    
    output wire sout    
);
wire [31:0] A;
wire [31:0] B;
wire [31:0] C;
wire [7:0] CTL;
wire [7:0] CTL_out;
mtm_Alu_deserializer u_mtm_Alu_deserializer(
  .clk    (clk),
  .rst_n  (rst_n),
  .sin (sin),
  .A (A),
  .B  (B),
  .CTL(CTL)
);
mtm_Alu_core u_mtm_Alu_core(
  .clk    (clk),
  .rst_n  (rst_n),
  .A (A),
  .B  (B),
  .CTL(CTL),
  .C(C),
  .CTL_out(CTL_out)
);
mtm_Alu_serializer u_mtm_Alu_serializer(
  .clk(clk),
  .rst_n(rst_n),
  .C(C),
  .CTL_out(CTL_out),
  .sout(sout)
);
endmodule
module mtm_Alu_core(
  input wire clk,
  input wire rst_n,
  input wire [31:0] A,
  input wire [31:0] B,
  input wire [7:0] CTL,
  output reg [31:0] C,
  output reg [7:0] CTL_out
  );
wire [2:0] OP;
assign OP = CTL[6:4];
assign CRC = CTL[3:0];
localparam  AND = 3'b000;
localparam OR = 3'b001;
localparam ADD = 3'b100;
localparam SUB = 3'b101;
reg cr,of,zr,neg;
initial begin
  cr = 0; of = 0; zr = 0; neg = 0;
end
always @(posedge clk) begin
  if (!rst_n) begin
    cr = 0; of = 0; zr = 0; neg = 0;
    CTL_out = 8'b11111111;
    C = 0;
  end
  else if (CTL[7] == 0) begin
    #1case(OP)
      AND: begin
        C = A & B;
        CTL_out = {1'b0,cr,of,zr,neg,nextCRC3_D36({C,1'b0,cr,of,zr,neg},4'b0000)};
      end
      OR: begin
        C = A | B;
        CTL_out = {1'b0,cr,of,zr,neg,nextCRC3_D36({C,1'b0,cr,of,zr,neg},4'b0000)};
      end
      ADD: begin
        {cr,C} = A + B;
        zr = (C == 0);
        of = ((A[31] == 0 && B[31] == 0 && C[31] == 1) || (A[31] == 1 && B[31] == 1 && C[31] == 0));
        neg = (C[31] == 1);
        CTL_out = {1'b0,cr,of,zr,neg,nextCRC3_D36({C,1'b0,cr,of,zr,neg},4'b0000)};
      end
      SUB: begin
        {cr,C} = A - B;
        zr = (C == 0);
        of = ((A[31] == 0 && B[31] == 0 && C[31] == 1) || (A[31] == 1 && B[31] == 1 && C[31] == 0));
        neg = (A < B);
        CTL_out = {1'b0,cr,of,zr,neg,nextCRC3_D36({C,1'b0,cr,of,zr,neg},4'b0000)};
      end
      default: begin
        CTL_out = 8'b10010011;
      end
    endcase
    end
    else if( CTL == 8'b10100101 || CTL == 8'b11001001) begin
      CTL_out = CTL;
    end
    else begin
    cr = 0;  
    of = 0;
    zr = 0;
    neg = 0;
    CTL_out = 8'b11111111;
    end
  end
function [2:0] nextCRC3_D36;
  input [35:0] Data;
  input [2:0] crc;
  reg [35:0] d;
  reg [2:0] c;
  reg [2:0] newcrc;
begin
  d = Data;
  c = crc;
  newcrc[0] = d[35] ^ d[32] ^ d[31] ^ d[30] ^ d[28] ^ d[25] ^ d[24] ^ d[23] ^ d[21] ^ d[18] ^ d[17] ^ d[16] ^ d[14] ^ d[11] ^ d[10] ^ d[9] ^ d[7] ^ d[4] ^ d[3] ^ d[2] ^ d[0] ^ c[2];
  newcrc[1] = d[35] ^ d[33] ^ d[30] ^ d[29] ^ d[28] ^ d[26] ^ d[23] ^ d[22] ^ d[21] ^ d[19] ^ d[16] ^ d[15] ^ d[14] ^ d[12] ^ d[9] ^ d[8] ^ d[7] ^ d[5] ^ d[2] ^ d[1] ^ d[0] ^ c[0] ^ c[2];
  newcrc[2] = d[34] ^ d[31] ^ d[30] ^ d[29] ^ d[27] ^ d[24] ^ d[23] ^ d[22] ^ d[20] ^ d[17] ^ d[16] ^ d[15] ^ d[13] ^ d[10] ^ d[9] ^ d[8] ^ d[6] ^ d[3] ^ d[2] ^ d[1] ^ c[1];
  nextCRC3_D36 = newcrc;
end
endfunction
endmodule
module mtm_Alu_deserializer (
  input wire clk,
  input wire rst_n,
  input wire sin,
  output reg [31:0] A,
  output reg [31:0] B,
  output reg [7:0] CTL
);
localparam IDLE = 2'd0;
localparam LOAD = 2'd1;
localparam DATA_ERR = 2'd2;
localparam STOP = 2'd3;
reg [7:0] bit_counter;
reg [1:0] state;
reg [3:0] CRC;
reg [98:0] OUT;
initial begin
  state = IDLE;
  bit_counter = 0;
  CTL = 8'b11111111;
  A = 32'b11111111111111111111111111111111;
  B = 32'b11111111111111111111111111111111;
end
always @(posedge clk) begin
  if (!rst_n) begin
    state = IDLE;
    bit_counter = 0;
    CTL = 8'b11111111;
    OUT = 99'b111111111111111111111111111111111111111111111111111111111111111111111111111111111111111111111111111;
  end
  else begin
    case(state)
      IDLE: begin
        if (sin == 0) begin
          bit_counter = 97;
          state = LOAD;
          OUT = {OUT,sin};
        end
        else begin
          state = IDLE;
        end
      end
      LOAD: begin
        if (bit_counter % 11 == 10 && sin == 1) begin
          state = LOAD;
        end
        else if (bit_counter == 9 && sin == 0) begin
          state = DATA_ERR;
          bit_counter = 9;
          CTL = 8'b11001001;
        end
        else if (bit_counter != 9 && bit_counter % 11 == 9 && sin == 1) begin
          state = DATA_ERR;
          bit_counter = 9;
          CTL = 8'b11001001;
        end
        else if (bit_counter % 11 == 0 && sin == 0) begin
          state = DATA_ERR;
          bit_counter = 0;
          CTL = 8'b11001001;
        end
        else if (bit_counter == 0 && sin == 1) begin
          OUT = {OUT,sin};
          CRC = nextCRC4_D68({OUT[96:89],OUT[85:78],OUT[74:67],OUT[63:56],OUT[52:45],OUT[41:34],OUT[30:23],OUT[19:12],1'b1,OUT[7:5]},4'b0000);
          bit_counter = 2;
          if (CRC == OUT[4:1]) begin
            A = {OUT[96:89],OUT[85:78],OUT[74:67],OUT[63:56]};
            B = {OUT[52:45],OUT[41:34],OUT[30:23],OUT[19:12]};
            CTL = OUT[8:1];
            state = STOP;
          end
          else begin
            CTL = 8'b10100101;
            state = DATA_ERR;
          end
        end
        else begin
          OUT = {OUT,sin};
          bit_counter = bit_counter - 1;
        end
      end
      DATA_ERR: begin
        if (bit_counter > 0) begin
          bit_counter = bit_counter - 1;
        end
        else begin
          state = IDLE;
          CTL = 8'b11111111;
        end
      end
      STOP: begin
        if (bit_counter > 0) begin
          bit_counter = bit_counter - 1;
        end
        else begin
          A = 32'b11111111111111111111111111111111;
          B = 32'b11111111111111111111111111111111;
          CTL = 32'b11111111;
          state = IDLE;
        end
      end
      endcase
    end
  end
function [3:0] nextCRC4_D68;
  input [67:0] Data;
  input [3:0] crc;
  reg [67:0] d;
  reg [3:0] c;
  reg [3:0] newcrc;
begin
  d = Data;
  c = crc;
  newcrc[0] = d[66] ^ d[64] ^ d[63] ^ d[60] ^ d[56] ^ d[55] ^ d[54] ^ d[53] ^ d[51] ^ d[49] ^ d[48] ^ d[45] ^ d[41] ^ d[40] ^ d[39] ^ d[38] ^ d[36] ^ d[34] ^ d[33] ^ d[30] ^ d[26] ^ d[25] ^ d[24] ^ d[23] ^ d[21] ^ d[19] ^ d[18] ^ d[15] ^ d[11] ^ d[10] ^ d[9] ^ d[8] ^ d[6] ^ d[4] ^ d[3] ^ d[0] ^ c[0] ^ c[2];
  newcrc[1] = d[67] ^ d[66] ^ d[65] ^ d[63] ^ d[61] ^ d[60] ^ d[57] ^ d[53] ^ d[52] ^ d[51] ^ d[50] ^ d[48] ^ d[46] ^ d[45] ^ d[42] ^ d[38] ^ d[37] ^ d[36] ^ d[35] ^ d[33] ^ d[31] ^ d[30] ^ d[27] ^ d[23] ^ d[22] ^ d[21] ^ d[20] ^ d[18] ^ d[16] ^ d[15] ^ d[12] ^ d[8] ^ d[7] ^ d[6] ^ d[5] ^ d[3] ^ d[1] ^ d[0] ^ c[1] ^ c[2] ^ c[3];
  newcrc[2] = d[67] ^ d[66] ^ d[64] ^ d[62] ^ d[61] ^ d[58] ^ d[54] ^ d[53] ^ d[52] ^ d[51] ^ d[49] ^ d[47] ^ d[46] ^ d[43] ^ d[39] ^ d[38] ^ d[37] ^ d[36] ^ d[34] ^ d[32] ^ d[31] ^ d[28] ^ d[24] ^ d[23] ^ d[22] ^ d[21] ^ d[19] ^ d[17] ^ d[16] ^ d[13] ^ d[9] ^ d[8] ^ d[7] ^ d[6] ^ d[4] ^ d[2] ^ d[1] ^ c[0] ^ c[2] ^ c[3];
  newcrc[3] = d[67] ^ d[65] ^ d[63] ^ d[62] ^ d[59] ^ d[55] ^ d[54] ^ d[53] ^ d[52] ^ d[50] ^ d[48] ^ d[47] ^ d[44] ^ d[40] ^ d[39] ^ d[38] ^ d[37] ^ d[35] ^ d[33] ^ d[32] ^ d[29] ^ d[25] ^ d[24] ^ d[23] ^ d[22] ^ d[20] ^ d[18] ^ d[17] ^ d[14] ^ d[10] ^ d[9] ^ d[8] ^ d[7] ^ d[5] ^ d[3] ^ d[2] ^ c[1] ^ c[3];
  nextCRC4_D68 = newcrc;
end
endfunction
    endmodule
module mtm_Alu_serializer(
  input  wire clk,    
  input  wire rst_n,
  input wire [31:0] C,
  input wire [7:0] CTL_out,
  output reg sout
  );
  localparam IDLE = 4'd0;   
  localparam SERIAL_C = 4'd1;
  localparam SERIAL_CTL = 4'd2;
  localparam BEGIN = 4'd3;  
  localparam BEGIN_2 = 4'd4;   
  localparam FINISH = 4'd5;    
  localparam NEXT = 4'd6;
  reg [7:0] bit_counter;
  reg [7:0] byte_counter;
  reg [2:0] state;
  reg [31:0] C_nxt;
  reg [7:0] CTL_nxt;
  initial begin
    state = IDLE;
    bit_counter = 0;
    byte_counter = 0;
  end
  always @(posedge clk) begin
    if (!rst_n) begin
      state = IDLE;
      bit_counter = 0;
      byte_counter = 0;
      CTL_nxt = 0;
      C_nxt = 0;
      sout = 1;
    end
    else begin
      case(state)
        IDLE: begin
          if (CTL_out[7] == 0) begin
            state = BEGIN;
            C_nxt = C;
            CTL_nxt = CTL_out;
            byte_counter = 5;
            bit_counter = 31;
          end
          else if (CTL_out[7:0] == 8'b11001001 || CTL_out[7:0] == 8'b10010011 || CTL_out[7:0] == 8'b10100101) begin
            state = BEGIN;
            C_nxt = C;
            CTL_nxt = CTL_out;
            byte_counter = 1;
          end
          else begin
            sout = 1;
          end
        end
        BEGIN: begin
          state = BEGIN_2;
          sout = 0;
          end
        BEGIN_2: begin
          if (byte_counter > 1) begin
            sout = 0;
            state = SERIAL_C;
          end
          else begin
            sout = 1;
            state = SERIAL_CTL;
            bit_counter = 7;
          end
        end
        SERIAL_C: begin
          if ((bit_counter+1)% 8 == 1) begin
            sout = C_nxt[bit_counter];
            state = FINISH;
            byte_counter = byte_counter - 1;
            bit_counter = bit_counter - 1;
          end
          else begin
            sout = C_nxt[bit_counter];
            bit_counter = bit_counter - 1;
          end
        end
        SERIAL_CTL: begin
          if (bit_counter == 0) begin
            sout = CTL_nxt[bit_counter];
            state = FINISH;
            byte_counter = byte_counter - 1;
          end
          else begin
            sout = CTL_nxt[bit_counter];
            bit_counter = bit_counter - 1;
          end
        end
        FINISH: begin
          sout = 1;
          if (byte_counter == 0) begin
            state = IDLE;
            end
            else
          state = BEGIN;
          end
      endcase
    end
  end
    endmodule
### ./run.sh
#!/bin/bash
# OpenROAD 26Q1-2900-gdf79404cd8, Yosys 0.63+post, stock flow scripts
make -C /OpenROAD-flow-scripts/flow DESIGN_CONFIG=/design/flow/config.mk WORK_HOME=/design/flow/orfs finish
### ./config.mk
export PLATFORM = sky130hd
export DESIGN_NAME = mtm_Alu
export DESIGN_NICKNAME = mtm_Alu
export VERILOG_FILES = /design/flow/design.v
export SDC_FILE = /design/flow/constraint.sdc
export NUM_CORES = 4
export LEC_CHECK = 1
export CORE_UTILIZATION = 40
### ./constraint.sdc
current_design mtm_Alu

set clk_period 15.8
set clk_io_pct 0.2

create_clock -name clk0 -period $clk_period [get_ports {clk}]

set non_clock_inputs [all_inputs -no_clocks]
set_input_delay [expr $clk_period * $clk_io_pct] -clock clk0 $non_clock_inputs
set_output_delay [expr $clk_period * $clk_io_pct] -clock clk0 [all_outputs]
==> impl_metrics.yaml <==
# synthesis and place-and-route metrics
run_status:
  status: "complete, but fails checks"
  violations: "design-rule violations"
final_layout:
  final_cell_area_um2: 25400
  n_fill_cell: 5766
  area_growth_syn_to_layout_pct: 6.06
  layout-drive-gt1-share_pct: 6.03
flow_run:
  drv_cap: 0
  warning_count: 99
worst_setup_path:
  worst_path_max_delay_cell: "dfxtp_1"
  path_max_fanout: 63
  cp.required_ps: 16290
  cp-start-kind: "flop"
  worstPathCellList: "a21oi_2 > inv_1 > ha_1 > nand2b_1 > o21ai_2 > nand2_1 > o2111ai_4 > xnor2_1 > inv_1 > ha_1 > o31ai_1 > o21ai_0 > o2bb2ai_1 > a21o_1 > nor3_2 > xnor2_1 > ha_1 > or4_1 > or3b_1 > a31oi_1 > and2_4 > buf_4 > nor4_1 > nor3_1"
  critPathCapture: "u_mtm_Alu_deserializer.OUT[80]"
  crit_type: "flop to flop"
  cpLargestDelayFamily: "simple AND/OR/NAND/NOR gates"
  max_stage_delay_ps: 740
  end_kind: "flop"
  ff2ff_path_depth: 24
  cp.depth: 24
  crit_path_start: "u_mtm_Alu_deserializer.bit_counter[5]"
  crit_top_cell: "ha_1"
  critPathBufInv: 3
  arrival_ps: 8150
  r2r_start: "u_mtm_Alu_deserializer.bit_counter[5]"
  r2r_slack_ps: 8140
  r2r_end: "u_mtm_Alu_deserializer.OUT[80]"
hold_path:
  hold_class: "flop to flop"
power_and_ir_drop:
  comb_power_share_pct: 45.2
  p_int_mw: 1.67
  p_sw_share_pct: 45.2
  p_switching_mw: 1.37
  peakVddDrop_uv: 105
  powerDensity_nw_per_um2: 120
  p_leak_nw: 8.73
  pwr-share-clk_pct: 27.0
  pwr-share-seq_pct: 27.8
sta:
  max_freq_mhz: 131
  max_slew_margin_pct: 40.8
  setup_viol: 0
  maxSlewViolCount: 0
  max_slew.worst_pin.slew_ps: 888
  min_period_ps: 7660
  holdWs_ps: 451
  fin_skew_ps: 35.7
  fin_crit_sh_pct: 48.5
  hold_viol: 0
  rsz0062_at_grt: "no"
  tns_ps: 0
drt:
  post_drt_wl_per_cell_um: 20.5
  firstDrtPassIters: 50
  ant_nets: 0
  viasPerCell: 5.87
  drt-total-wl_um: 77700
  num_vias: 22200
  drcViolationCount: 3
  drt_iter0_drc: 2210
  n_antenna_cell: 0
floorplanning:
  dieHeight_um: 247
  die_width_um: 247
  core-area_um2: 59100
  ios: 4
  fp_util_pct: 40.6
  die-area_um2: 60900
  rows: 89
clock_network:
  numCtsBuffers: 35
  root_buffer: "clkbuf_16"
  clkLatencyLatePin_ps: 570
  cts_tree: "done"
  clockBufferDepth: 3
  cts_hold_buf: 0
  cts.sinks: 282
  path_clk_slew_ps: 60
  ctsHtreeMaxLevel: 2
  cts_resized: 0
  cts_setup_buffers: 0
synth:
  yosys_cells: 3166
  ys_seq_elements: 282
  synth-edff-count: 64
  synth_warnings: 4
  yosysUniqueCellTypes: 97
  syn_inst: 3166
  postSynthAreaPerCell_um2: 7.57
  netlist_area_um2: 24000
  synthTopCellsByArea: "dfxtp_1 18%, edfxtp_1 8.0%, xnor2_1 7.6%, nand2_1 6.3%, ha_1 5.6%"
  synth_seq_share_pct: 26.2
  ff_type: "dfxtp_1"
  synth.top_cell.area_share_pct: 18.2
  largest_area_cell: "dfxtp_1"
  yosysChipArea_um2: 24000
  async_reset_ff_share_pct: 0
place:
  dpl_cell_area_um2: 24300
  dp_hpwl_um: 54200
  io_buffers: 3
  place_congestion: 0.980
global_routing:
  grt_max_degree: 170
  grt_overflow: 0
  track_usage_pct: 26.1
  grt_pass1_vias: 20700
  grt_pass1_wl_um: 121000
  antenna_found_initial: 0
cell usage in the layout, fill, tap and decap left out, types with 8 or more instances in the layout:
master / netlist / routed
nand2_1: 401 / 399
a21oi_1: 265 / 263
nor2_1: 259 / 258
dfxtp_1: 218 / 215
xnor2_1: 207 / 207
nand2b_1: 170 / 170
nor3_1: 145 / 144
inv_1: 137 / 136
a31oi_1: 119 / 119
or3_1: 111 / 111
nor4_1: 110 / 110
ha_1: 108 / 108
edfxtp_1: 64 / 64
o21ai_0: 61 / 61
nand3_1: 47 / 47
xor2_1: 42 / 42
clkbuf_16: 0 / 35
buf_4: 4 / 34
a211oi_1: 32 / 32
mux4_2: 32 / 32
mux2i_1: 28 / 28
a21o_1: 24 / 23
o31ai_1: 21 / 21
and2_1: 21 / 20
o211ai_1: 19 / 19
nand4_1: 18 / 18
nor2b_1: 14 / 14
and3_1: 12 / 12
a311oi_1: 12 / 12
o21bai_1: 12 / 12
or2_2: 10 / 10
a221oi_1: 9 / 9
xnor3_1: 9 / 9
o21a_1: 8 / 8
or4_1: 8 / 8
nor3b_1: 8 / 8
Yosys cell counts (110+ instances only):
cell / n
nand2_1: 401
a21oi_1: 265
nor2_1: 259
dfxtp_1: 218
xnor2_1: 207
clkbuf_1: 178
nand2b_1: 170
nor3_1: 145
inv_1: 137
a31oi_1: 119
or3_1: 111
nor4_1: 110
flip-flops by register name, summed over array words and instances, names as in the netlist, 2 cells and up:
register and cells:
u_mtm_Alu_serializer.CTL_nxt 8, u_mtm_Alu_serializer.C_nxt 32, u_mtm_Alu_deserializer.CTL 8, u_mtm_Alu_deserializer.B 32, u_mtm_Alu_serializer.byte_counter 8, u_mtm_Alu_deserializer.state 2
u_mtm_Alu_deserializer.bit_counter 8, u_mtm_Alu_deserializer.A 32, u_mtm_Alu_core.C 32, u_mtm_Alu_deserializer.OUT 96, u_mtm_Alu_serializer.bit_counter 8, u_mtm_Alu_serializer.state 3
u_mtm_Alu_core.CTL_out 8
per-layer routing:
metal  global-route usage [%]  vias to the layer above  routed length, um
met5                        0                        -                  0
met4                     7.24                        0               2490
met3                     3.11                      117               4070
met2                     40.9                      737              36100
met1                     38.6                    10500              35100
li1                         -                    10900                  -
tightest hold or removal path: stages, from the launching register on:
cell,delay (ps)
dfxtp_1,300
nand2_1,50
a21oi_1,50
logic make-up (layout without fill, tap and decap cells):
| kind of cell | Yosys count | in the layout | synth area share, % |
|---|---|---|---|
| DFF | 282 | 282 | 26.2 |
| buffers and inverters | 389 | 239 | 6.56 |
| adders and majority gates | 110 | 110 | 5.80 |
| and+or+nand+nor | 1369 | 1369 | 28.3 |
| xor gates and xnor gates | 259 | 259 | 10.0 |
| muxes | 69 | 69 | 4.60 |
| AOI/OAI and AO/OA | 688 | 688 | 18.6 |
worst min-delay path by stage:
stage / to / depth (start not counted) / slack (ps) / start
after CTS: u_mtm_Alu_serializer.C_nxt[26] / 2 / 450 / u_mtm_Alu_serializer.C_nxt[26]
final: u_mtm_Alu_serializer.C_nxt[15] / 2 / 450 / u_mtm_Alu_serializer.C_nxt[15]
after global routing: u_mtm_Alu_serializer.C_nxt[12] / 2 / 470 / u_mtm_Alu_serializer.C_nxt[12]
metrics by stage:
step	setup WS, ps	utilization (%)	cells	power [mW]
2_1_floorplan	6860	-	3166	1.88
3_3_place_gp	8390	41.1	3725	2.21
3_5_place_dp	8220	41.1	3725	2.21
4_1_cts	8230	43.0	3789	3.03
5_1_grt	7440	43.0	3789	3.21
6_report	8140	43.0	3789	3.04
power groups by stage:
stage	combinational [mW]	clock, mW	sequential, mW
after global routing	1.49	0.860	0.855
final	1.37	0.821	0.846
after CTS	1.35	0.834	0.846
final cells by class:
| type | count | area (um^2) | share of cell area, % |
|---|---|---|---|
| clock buffers | 46 | 977 | 3.84 |
| inverters | 138 | 526 | 2.07 |
| well taps | 773 | 967 | 3.80 |
| multi-input cells | 2495 | 16200 | 63.7 |
| repair buffers | 37 | 295 | 1.16 |
| clock inverters | 18 | 185 | 0.728 |
| flip-flops and latches | 282 | 6290 | 24.7 |
No activity file was given, so power comes from the tool's default toggle rates.
